File: ./config.mk
export PLATFORM = sky130hd
export DESIGN_NAME = alu
export DESIGN_NICKNAME = alu
export VERILOG_FILES = /design/flow/design.v
export SDC_FILE = /design/flow/constraint.sdc
export NUM_CORES = 4
export LEC_CHECK = 1
export CORE_UTILIZATION = 40
File: ./constraint.sdc
current_design alu

set clk_period 15.3
set clk_io_pct 0.2

create_clock -name clk0 -period $clk_period

set non_clock_inputs [all_inputs -no_clocks]
set_input_delay [expr $clk_period * $clk_io_pct] -clock clk0 $non_clock_inputs
set_output_delay [expr $clk_period * $clk_io_pct] -clock clk0 [all_outputs]
File: ./design.v
module muxDos (d0, d1, s, y);
    input [31:0] d0, d1;
    input s;
    output [31:0] y;
    assign y = s ? d1 : d0;
endmodule
module muxCuatro (d0, d1, d2, d3, s, y);
    input [31:0] d0, d1, d2, d3;
    input [1:0] s;
    output [31:0] y;
    wire [31:0] n0, n1;
    muxDos mm0 (d0, d1, s[0], n0);
    muxDos mm1 (d2, d3, s[0], n1);
    muxDos mmm (n0, n1, s[1], y);
endmodule
module Adder (Sa, Sb, Sum);
    input [31:0] Sa, Sb;
    output [31:0] Sum;
    wire [32:0] Aux;
    assign Aux = Sa + Sb;
    assign Sum = Aux[31:0];
endmodule
module zeroExt (bitIn, wordOut);
    input bitIn;
    output [31:0] wordOut;
    assign wordOut = {31'b0, bitIn};
endmodule
module alu (AluOp, A, B, Result, Zero);
    input [3:0] AluOp;
    input [31:0] A, B;
    output [31:0] Result;
    output Zero;
    wire [31:0] minusB, selB, AplusB, AlessthanB, selArit, AandB, AorB, AxorB, selLog;
    assign minusB = ~B + 1;
    muxDos mxB (B, minusB, AluOp[1], selB);
    Adder apb (A, selB, AplusB);
    zeroExt slt (AplusB[31], AlessthanB);
    muxDos mxArit (AplusB, AlessthanB, AluOp[3], selArit);
    assign AandB = A & B;
    assign AorB = A | B;
    assign AxorB = A ^ B;
    muxCuatro mxLog (AandB, AorB, AxorB, ~AorB, AluOp[1:0], selLog);
    muxDos mxfinal (selArit, selLog, AluOp[2], Result);
    assign Zero = ~( | Result);
endmodule
File: ./run.sh
#!/bin/bash
# OpenROAD 26Q1-2900-gdf79404cd8, Yosys 0.63+post, stock flow scripts
make -C /OpenROAD-flow-scripts/flow DESIGN_CONFIG=/design/flow/config.mk WORK_HOME=/design/flow/orfs finish
==> run_results.csv <==
group,metric,value,unit
route,ant_nets,0,
global_routing,grt-ovfl-total,0,
synthesis,synth_warnings,0,
worst_setup_path,criticalPathCategory,"input pin to output pin",
floorplan,io_pins,101,
min_path,hold_start,"AluOp[1]",
synthesis,yosys.area_share.aoi,31.3,%
outcome,status,"finished, final reports clean",
route,drc,0,
global_routing,grtUsageTotal,25.5,%
synthesis,yosys_cells,769,
clock_tree,post-cts-setup-buffers,0,
route,drt-pass1-iter-count,4,
synthesis,ys_sh_simple,23.2,%
floorplan,die_w,117,um
sta,rsz0062_at_grt,"false",
sta,tightest_slew,0.944,ns
route,viasPerCell,5.59,
worst_setup_path,start_kind,"input pin",
cells_and_area,lay_top_count,"ha_1",
floorplan,dieHeight,117,um
cells_and_area,nClkBuffers,0,
worst_setup_path,path_max_fanout,7,
sta,whs,7.14,ns
worst_setup_path,slowest_delay,0.82,ns
worst_setup_path,cp_cell_sequence,"clkdlybuf4s50_1, nor4_1, nand3_2, or3_1, o31ai_1, xnor2_1, ha_1, nand2_1, o21ai_0, nor2_1, a311oi_1, o32ai_1, nor4_1, nand4_1, nor4_2, clkdlybuf4s50_1",
job,warnings,70,
cells_and_area,drive_gt1_share,4.51,%
min_path,hold_depth,4,
route,wl_per_cell,16.9,um
sta,period_minus_slack,11.80,ns
cells_and_area,synthToLayoutAreaGrowth,20.6,%
worst_setup_path,critPathBufInv,2,
place,post-dp-hpwl,13700,um
worst_setup_path,cp-end-kind,"output pin",
worst_setup_path,setup.worst_path.start,"B[6]",
sta,hold_violations,0,
synthesis,synth_area,0.00525,mm2
global_routing,grt_max_degree,71,
place,placed_area,0.00633,mm2
floorplan,core-area,0.0127,mm2
global_routing,first_global_vias,5096,
power,power.leakage,2.78,nW
synthesis,synth_seq_share,0,%
route,wirelength,17200,um
sta,tns,0,ns
route,drt_iter0_markers,208,
floorplan,placementRows,41,
sta,fin_crit_sh,77.1,%
synthesis,syn-instance-count,769,
sta,fmaxAchievable,84.8,MHz
job,drv_cap,0,
clock_tree,hold_buffers,0,
place,gp_congestion,0.937,
cells_and_area,flop_area,0,um2
synthesis,synth_area_leader_cell,"ha_1",
cells_and_area,lay_top_cells,"ha_1 (101), clkdlybuf4s50_1 (99), nand2_1 (92)",
synthesis,synthDistinctLibCells,76,
global_routing,antenna_found_initial,0,
min_path,worstHoldPathType,"input pin to output pin",
place,portBuffers,101,
worst_setup_path,crit_family,"simple AND/OR/NAND/NOR gates",
global_routing,grt_pass1_wl,26900,um
synthesis,synth.comb.largest_family,"AND-OR/OR-AND gates",
sta,slew_viol_final,0,
synthesis,top_area_share,24.1,%
floorplan,die_area,0.0136,mm2
route,vias,5665,
min_path,holdPathEnd,"Result[23]",
synthesis,avgSynthCellArea,6.83,um2
synthesis,ys_sh_adder,24.4,%
sta,setup_viol,0,
sta,relSlewSlack,36.5,%
synthesis,ys_sh_mux,4.57,%
power,irDropWorstVdd,13.7,uV
synthesis,ys_area,0.00525,mm2
cells_and_area,flops,0,
worst_setup_path,critical_path_required,12.24,ns
power,p_per_area,41.9,mW/mm2
synthesis,synth.area.top_cells,"ha_1 (24%), o21ai_0 (6.9%), xnor2_1 (6.8%)",
floorplan,fp_util,41.3,%
clock_tree,ctsResizeCount,0,
route,insertedDiodeCount,0,
worst_setup_path,critPathArrivalTime,8.74,ns
cells_and_area,fin_area,0.00633,mm2
worst_setup_path,cp_slowest_cell,"nor4_1",
synthesis,ys_sh_xor,7.34,%
-- report_power, final --
| part | internal (W) | total (W) | switching (W) |
|---|---|---|---|
| sequential | 0 | 0 | 0 |
| clock | 0 | 0 | 0 |
| combinational | 0.000119 | 0.000265 | 0.000146 |
| total | 0.000119 | 0.000265 | 0.000146 |
-- cell type report --
class	instances	area [um2]
fillers	1304	6390
multi-input cells	655	4770
inverters	80	300
well taps	172	215
repair buffers	107	1050
-- cell usage after synthesis (all sizes together), types with 10 or more instances --
master  count
ha        101
nand2      92
o21ai      80
inv        79
nor2       46
a21oi      45
xnor2      41
mux2i      24
clkbuf     20
nor3       20
o211ai     18
nand3      16
buf        14
nand4      12
o31ai      12
a211oi     10
nand2b     10
-- per-stage QoR --
stage	setup WS (ns)	utilization [%]	total power, W	cells
finish	3.50	49.8	0.000265	1014
global route	3.07	49.8	0.000294	1014
CTS	3.44	49.8	0.000265	1014
detailed placement	3.47	49.8	0.000263	1014
global placement	3.62	49.8	0.000263	1014
floorplan	5.72	-	0.000169	769
-- routing by layer --
| metal | global-route usage, % | part of all wire [%] | wire (um) |
|---|---|---|---|
| met3 | 1.85 | 4.9 | 842 |
| met1 | 37.7 | 50 | 8530 |
| met5 | 0 | 0 | 0 |
| met2 | 42.1 | 44 | 7630 |
| met4 | 2.28 | 0.90 | 155 |
-- kinds of logic (layout without fill, tap and decap cells) --
kind of cell,Yosys count,in the layout
AND/OR/NAND/NOR,244,244
AND-OR/OR-AND,241,241
multiplexers,24,24
XOR/XNOR,44,44
buffers and inverters,114,187
adder cells (fa/ha/maj),102,102
-- worst max-delay path by stage --
stage | to | depth (start not counted)
CTS | Zero | 16
global route | Zero | 16
finish | Zero | 16
No activity file was given, so power comes from the tool's default toggle rates.

<file path="flow/run.sh">
#!/bin/bash
# OpenROAD 26Q1-2900-gdf79404cd8, Yosys 0.63+post, stock flow scripts
make -C /OpenROAD-flow-scripts/flow DESIGN_CONFIG=/design/flow/config.mk WORK_HOME=/design/flow/orfs finish
</file>
<file path="flow/config.mk">
export PLATFORM = sky130hd
export DESIGN_NAME = mips
export DESIGN_NICKNAME = mips
export VERILOG_FILES = /design/flow/design.v
export SDC_FILE = /design/flow/constraint.sdc
export NUM_CORES = 4
export LEC_CHECK = 1
export CORE_AREA = 10 10 70 70
export DIE_AREA = 0 0 80 80
</file>
<file path="flow/constraint.sdc">
current_design mips

set clk_period 2.1
set clk_io_pct 0.2

create_clock -name clk0 -period $clk_period [get_ports {clk}]

set non_clock_inputs [all_inputs -no_clocks]
set_input_delay [expr $clk_period * $clk_io_pct] -clock clk0 $non_clock_inputs
set_output_delay [expr $clk_period * $clk_io_pct] -clock clk0 [all_outputs]
</file>
<file path="flow/design.v">
module mips(input         clk, reset,
            output [31:0] adr, writedata,
            output        memwrite,
            input  [31:0] readdata);
  wire        zero, pcen, irwrite, regwrite,
               alusrca, iord, memtoreg, regdst;
              wire [3:0] alucontrol;
              wire [1:0] alusrcb, pcsrc;
              wire [5:0] op, funct;
  controller c(clk, reset, op, funct, zero,
               pcen, memwrite, irwrite, regwrite,
               alusrca, iord, memtoreg, regdst, 
               alusrcb, pcsrc, alucontrol); 
endmodule
module controller(input        clk, reset,
                  input  [5:0] op, funct,
                  input        zero,
                  output       pcen, memwrite, irwrite, regwrite,
                  output       alusrca, iord, memtoreg, regdst,
                  output [1:0] alusrcb, pcsrc, 
		              output [3:0] alucontrol);
  wire [1:0] aluop; 
  wire       branch, pcwrite;
  maindec md(clk, reset, op,
             pcwrite, memwrite, irwrite, regwrite,
             alusrca, branch, iord, memtoreg, regdst, 
             alusrcb, pcsrc, aluop); 
  aludec  ad(funct, aluop, alucontrol);
  assign pcen = pcwrite | (branch & zero); 
endmodule
module maindec(input        clk, reset, 
               input  [5:0] op, 
               output       pcwrite, memwrite, irwrite, regwrite,
               output       alusrca, branch, iord, memtoreg, regdst,
               output [1:0] alusrcb, pcsrc, 
               output [1:0] aluop);
  parameter   FETCH   = 4'b0000; 	 
  parameter   DECODE  = 4'b0001; 	 
  parameter   MEMADR  = 4'b0010;	 
  parameter   MEMRD   = 4'b0011;	 
  parameter   MEMWB   = 4'b0100;	 
  parameter   MEMWR   = 4'b0101;	 
  parameter   RTYPEEX = 4'b0110;	 
  parameter   RTYPEWB = 4'b0111;	 
  parameter   BEQEX   = 4'b1000;	 
  parameter   ADDIEX  = 4'b1001;	 
  parameter   ADDIWB  = 4'b1010;	 
  parameter   JEX     = 4'b1011;	 
  parameter   LW      = 6'b100011;	 
  parameter   SW      = 6'b101011;	 
  parameter   RTYPE   = 6'b000000;	 
  parameter   BEQ     = 6'b000100;	 
  parameter   ADDI    = 6'b001000;	 
  parameter   J       = 6'b000010;	 
  reg [3:0]  state, nextstate;
  reg [14:0] controls;
  always @(posedge clk or posedge reset)			
    if(reset) state <= FETCH;
    else state <= nextstate;
  always @(*)
    case(state)
      FETCH:   nextstate <= DECODE;
      DECODE:  case(op)
                 LW:      nextstate <= MEMADR;
                 SW:      nextstate <= MEMADR;
                 RTYPE:   nextstate <= RTYPEEX;
                 BEQ:     nextstate <= BEQEX;
                 ADDI:    nextstate <= ADDIEX;
                 J:       nextstate <= JEX;
                 default: nextstate <= FETCH;  
                endcase
      MEMADR: case (op)
      		       LW:	    nextstate <= MEMRD;
                 SW:	    nextstate <= MEMWR;
                 default: nextstate <= FETCH;
                endcase
      MEMRD:      nextstate <= MEMWB;
      MEMWB:      nextstate <= FETCH;
      MEMWR:      nextstate <= FETCH;
      RTYPEEX:    nextstate <= RTYPEWB;
      RTYPEWB:    nextstate <= FETCH;
      BEQEX:      nextstate <= FETCH;
      ADDIEX:     nextstate <= ADDIWB;
      ADDIWB:     nextstate <= FETCH;
      JEX:        nextstate <= FETCH;
      default: nextstate <= FETCH;  
    endcase
  assign {pcwrite, memwrite, irwrite, regwrite, 
          alusrca, branch, iord, memtoreg, regdst,
          alusrcb, pcsrc, aluop} = controls;
  always @(*)
    case(state)
      FETCH:   controls <= 15'h5010;
      DECODE:  controls <= 15'h0030;
      MEMADR  :  controls <= 15'h0420;
      MEMRD   :  controls <= 15'h0100;
      MEMWB   :  controls <= 15'h0880;
      MEMWR   :  controls <= 15'h2100;
      RTYPEEX :  controls <= 15'h0402;
      RTYPEWB :  controls <= 15'h0840;
      BEQEX   :  controls <= 15'h0605;
      ADDIEX  :  controls <= 15'h0420;
      ADDIWB  :  controls <= 15'h0800;
      JEX     :  controls <= 15'h4008;
      default: controls <= 15'hxxxx;  
    endcase
endmodule
module aludec(input  [5:0] funct,
              input  [1:0] aluop,
              output reg [3:0] alucontrol);
   always@ (*)
    case(aluop)
      2'b00: alucontrol <= 4'b0000;   
      2'b01: alucontrol <= 4'b0010;   
      2'b11: alucontrol <= 4'b0101;   
      default: case(funct)           
          6'b100000: alucontrol <= 4'b0000;  
          6'b100010: alucontrol <= 4'b0010;  
          6'b100100: alucontrol <= 4'b0100;  
          6'b100101: alucontrol <= 4'b0101;  
          6'b101010: alucontrol <= 4'b1010;  
          default:   alucontrol <= 4'bxxx;  
        endcase
    endcase
endmodule
</file>
==> reports/qor.log <==
qor: outcome.status completed
qor: grt.global_route.overflow_total 0
qor: logic_synthesis.syn-instance-count 78
qor: pwr.power.ir.vdd_worst 0.0959 mV
qor: grt.grt_max_degree 6
qor: grt.antenna_found_initial 0
qor: clock_tree.post_cts_buffers 0
qor: flow_run.stage_log_warning_count 57
qor: final_timing.min_period_over_period 86.5%
qor: drt.routed_wire_length_per_instance 8.67 um
qor: critical_path.critical_path_required 1.68 ns
qor: place.place.detailed.instances 125
qor: clock_tree.clock_sink_count 4
qor: place.routabilityCongestion 0.653
qor: cells_and_area.seq_area 100 um2
qor: clock_tree.ctsRootBufferMaster clkbuf_4
qor: drt.initialDrtViolationCount 4
qor: logic_synthesis.seq_area_frac_synth 15.3%
qor: grt.global_route.usage.total 2.62%
qor: cells_and_area.fill_cells 408
qor: cells_and_area.max_reg_flops 4
qor: place.io_buffers 2
qor: pwr.total_power_density_per_cell_area 356 nW/um2
qor: pwr.p_leak 0.315 nW
qor: final_timing.final_period_minus_worst_setup_slack 1.82 ns
qor: floorplan.fp.dieArea 6400 um2
qor: logic_synthesis.synthDominantAreaCellType buf_4
qor: critical_path.cp_data_arrival_time 1.40 ns
qor: floorplan.floorplan.die.height 80 um
qor: drt.routed_wl 1.11 mm
qor: cells_and_area.top_regs c.md.state (4)
qor: drt.antenna_cell_count 0
qor: place.place.detailed.hpwl 1.02 mm
qor: logic_synthesis.topCellsByArea buf_4 73%, dfrtp_1 15%, and4bb_1 1.9%
qor: final_timing.final_hold_viol_count 0
qor: clock_tree.clock_pin_slew_of_the_registers_on_the_worst_case_setup_and_hold_paths 0.04 ns
qor: critical_path.crit_fanout 5
qor: cells_and_area.tally_of_non_filler_cells_in_the_final_layout 128
qor: cells_and_area.drive_above_1_share 4.88%
qor: final_timing.finalSetupViolCount 0
qor: clock_tree.cts_tree built
qor: floorplan.coreArea 3420 um2
qor: drt.drt_pre_antenna_iters 2
qor: floorplan.placementRows 21
qor: flow_run.cap_violations 0
qor: cells_and_area.area_of_the_multi_input_gates 308 um2
qor: final_timing.slew_violations 0
qor: worst_hold_path.worst_hold_path_type input pin to async pin
qor: final_timing.fmax 0.550 GHz
qor: logic_synthesis.number_of_cells_in_yosys_stat 78
qor: logic_synthesis.synthesis.area_per_instance 8.41 um2
qor: cells_and_area.final_design_area_no_fill 512 um2
qor: floorplan.fp_util 19.2%
qor: logic_synthesis.yosys_area 656 um2
qor: clock_tree.hold_buffers 0
qor: place.placedInstanceArea 489 um2
qor: clock_tree.post_cts.resized_instances 0
qor: final_timing.setup_total_negative_slack 0 ns
qor: floorplan.floorplan.die.width 80 um
qor: drt.detail_route.drc_violations 0
qor: logic_synthesis.synth.cell_area 656 um2
qor: clock_tree.longest_clk_path_bufs 2
qor: grt.grt_pass1_vias 353
qor: logic_synthesis.top_area_share 73.3%
qor: critical_path.type_of_the_worst_setup_path register to output pin
qor: logic_synthesis.yosysWarnings 72
qor: clock_tree.insertion_delay 0.23 ns
qor: critical_path.end_kind output pin
qor: final_timing.clock_skew 0.00184 ns
qor: cells_and_area.syn_to_final_growth -21.9%
qor: floorplan.pin_count 99
qor: logic_synthesis.netlist-cell-type-count 12
qor: drt.vias_per_cell 2.19
qor: grt.first_pass_grt_wire_length 1.46 mm
qor: drt.route.vias.total 280
qor: critical_path.cp-start-kind register
qor: drt.drt.antenna.violating_nets 0
qor: logic_synthesis.ys_ff 4
qor: cells_and_area.registers.top_by_ff_count c.md.state
qor: clock_tree.cts_inserted_buffers 3
qor: final_timing.finalHoldWorstSlack 0.374 ns
qor: clock_tree.htreeDepth 1
qor: final_timing.unrepaired_setup_endpoints_after_global_routing false
[report_power, final]
group | switching [W] | internal, W | total, W
combinational | 0.00000921 | 0.00000174 | 0.0000110
clock | 0.0000301 | 0.0000638 | 0.0000940
sequential | 0 | 0.0000775 | 0.0000775
[layout by cell type, fill, tap and decap left out]
cell type,instances
inv_1,1
clkdlybuf4s50_1,2
nor2_1,1
and4bb_1,1
xnor2_1,1
nor3b_1,1
a31o_1,1
and4bb_2,1
nor3_1,1
dfrtp_1,4
conb_1,64
xor2_1,1
clkbuf_4,3
[per-layer routing]
metal | global-route usage, % | part of all wire (%) | up-vias
met3 | 1.14 | 11 | 2
met5 | 0 | 0 | -
met2 | 4.57 | 49 | 36
li1 | - | - | 121
met1 | 2.74 | 39 | 121
met4 | 0.880 | 1.2 | 0
[layout make-up]
cell class	count	area share, %
Clock buffer	3	4.40
Sequential cell	4	19.6
Multi-Input combinational cell	72	60.1
Timing Repair Buffer	2	3.91
Inverter	1	0.733
Tap cell	46	11.2
[synth_stat cells]
master    count
nor2_1        1
nor3b_1       1
buf_4        64
xor2_1        1
conb_1        1
a31o_1        1
and4bb_1      1
xnor2_1       1
inv_1         1
and4bb_2      1
dfrtp_1       4
nor3_1        1
[critical path: stages (launching register included)]
cell and delay [ns]:
dfrtp_1 0.41, and4bb_2 0.30, clkdlybuf4s50_1 0.46
[worst paths after layout]
check                      slack, ns             to  depth (start not counted)          start
hold / removal                  0.37  c.md.state[1]                          2          reset
max in group asynchronous       1.58  c.md.state[3]                          2          reset
min in group clk0               0.49  c.md.state[2]                          1  c.md.state[3]
hold reg to reg                 0.49  c.md.state[2]                          1  c.md.state[3]
setup reg to reg                1.17  c.md.state[1]                          2  c.md.state[2]
setup / recovery                0.28       memwrite                          2  c.md.state[1]
[kinds of logic after synthesis]
kind of cell,after synthesis,share of synthesized area (%)
buffers and inverters,65,73.9
AND/OR/NAND/NOR,5,6.30
flip-flops,4,15.3
XOR/XNOR,2,2.67
AND-OR/OR-AND,1,1.34
other,1,0.572
[metrics by stage]
stage / worst slack [ns] / utilization (%) / power (W)
final: 0.283 / 15.0 / 0.000182
after global routing: 0.195 / 15.0 / 0.000206
after CTS: 0.261 / 15.0 / 0.000192
after detailed placement: 0.515 / 14.3 / 0.0000927
after global placement: 0.521 / 14.3 / 0.0000933
after floorplan: 1.04 / - / 0.000164
Power is estimated from default activity; no workload was simulated.
